### /design/flow/run.sh
#!/bin/bash
# OpenROAD 26Q1-2900-gdf79404cd8, Yosys 0.63+post, stock flow scripts
make -C /OpenROAD-flow-scripts/flow DESIGN_CONFIG=/design/flow/config.mk WORK_HOME=/design/flow/orfs finish
### /design/flow/config.mk
export PLATFORM = sky130hd
export DESIGN_NAME = oscillator
export DESIGN_NICKNAME = oscillator
export VERILOG_FILES = /design/flow/design.v
export SDC_FILE = /design/flow/constraint.sdc
export NUM_CORES = 4
export LEC_CHECK = 1
export CORE_UTILIZATION = 50
### /design/flow/constraint.sdc
current_design oscillator

set clk_period 14.7
set clk_io_pct 0.2

create_clock -name clk0 -period $clk_period [get_ports {Fg_CLK}]

set non_clock_inputs [all_inputs -no_clocks]
set_input_delay [expr $clk_period * $clk_io_pct] -clock clk0 $non_clock_inputs
set_output_delay [expr $clk_period * $clk_io_pct] -clock clk0 [all_outputs]
### /design/flow/design.v
module oscillator(
    input wire Fg_CLK,
    input wire RESETn,
    input wire Enable,
    input wire Ready,
    input wire [2:0] mode,
    input wire  [31:0]  sinx,  
    input wire  [31:0]  cos2x,  
    input wire  FreqChng,
    output wire [31:0]  Out1,
    output wire [31:0]  Out2
);
reg [31:0]  r_out1;
reg [31:0]  r_out2;
reg [31:0]  r_a;  
reg [63:0]  r_c;
reg [31:0]  r_out1_a;
reg [31:0]  r_out;
reg update_wait;
reg update;
reg zero_cross;
reg [31:0]sine;
reg dir;
assign Out1 = r_out1;
assign Out2 = r_out2;
always @(*)begin
    r_out <= r_out1_a - r_out2;
end
always @(*)begin
    r_c <= $signed(r_a) * $signed(r_out1);
    r_out1_a <= r_c[60:29];
end
always @(posedge Fg_CLK or negedge RESETn) begin
    if(~RESETn) r_a <= 0;
    else if (Ready || update) r_a <= cos2x;  
end
always @(posedge Fg_CLK or negedge RESETn) begin
    if(~RESETn) r_out1 <= 0;
    else if (Ready || update)  r_out1 <= sine;  
    else if (Enable) r_out1 <= r_out;  
end
always @(posedge Fg_CLK or negedge RESETn) begin
    if(~RESETn) r_out2 <= 0;
    else if (Ready || update)  r_out2 <= 32'h000000AB;  
    else if (Enable) r_out2 <= r_out1;
end
always @(posedge Fg_CLK or negedge RESETn) begin
    if(~RESETn) update_wait <= 0;
    else begin
        if(FreqChng == 1) update_wait <= 1;  
        else if (update == 1) update_wait <= 0;
    end
end
always@(*) begin
    if (((mode != 4) && (r_out1[31:22] == 10'h000 | r_out1[31:22] == 10'h3FF)) || ((mode == 4)&&((r_out1[31:23] == 9'h000)|(r_out1[31:23] == 9'h1FF)))) 
            zero_cross = 1;
    else zero_cross = 0;
end
always@(*) begin
    if(r_out2[31] == 1) dir = 1;
    else dir = 0;
end
always @(*) begin
    if(zero_cross && update_wait && Enable) update = 1;
    else update = 0;
end
always @(*) begin
    sine = (dir == 1) ? sinx : ~sinx + 1;
end
endmodule
==> reports/qor.yml <==
run_status:
  status: "finished, final reports clean"
sta:
  skew_ns: 0.0249
  period_used_share: 0.753
  fin_tns_setup_ns: 0
  timing.hold.ws_ns: 0.476
  layout_min_cycle_time_ns: 11.08
  tightest_slew_ns: 1.34
  setup-violations-final: 0
  relSlewSlack: 0.0970
  slew_violations: 0
  hold_viol: 0
  max_freq_mhz: 90.3
  grt_setup_unrepaired: "no"
placement:
  hpwl_mm: 89.4
  io_buffers: 135
  place_congestion: 0.943
  place_area_sq_um: 42800
worst_setup_path:
  cp-start-kind: "flop"
  critical_path_buf_inv_count: 3
  critPathArrivalTime_ns: 11.37
  cp_max_fo: 20
  cp.depth: 35
  critPathCaptureType: "flop"
  crit_type: "reg2reg"
  cp.required_ns: 15.00
  crit_path_frequent_cell: "fa_1"
  critical_path.slowest_cell: "o21ai_0"
  r2r_cells: 35
  cp_slowest_stage_delay_ns: 1.05
  critPathTopFamily: "adder cells"
grt:
  grt_pass1_vias: 31997
  grt_pass1_wl_mm: 187
  antenna_found_initial: 3
  grt_use_total: 0.334
  grt_max_degree: 50
  overflow: 0
worst_hold_path:
  hold_path_class: "reg2reg"
  holdPathStages: 2
cts:
  post-cts-setup-buffers: 0
  numCtsBuffers: 9
  htreeDepth: 3
  clk_path_buf_depth: 2
  ctsResizeCount: 0
  worstSkewPairLatency_ns: 0.41
  clk_pin_slew_ns: 0.10
  ctsHoldBuffers: 0
  cts.sinks: 97
  cts.root.buffer_cell: "clkbuf_16"
  cts_tree: "yes"
floorplan:
  fp.dieH_microns: 286
  core_area_sq_um: 79400
  ios: 136
  rows: 103
  die_width_microns: 286
  fp_util: 0.508
  chip_area_sq_um: 81800
finish:
  stdcell_area_sq_um: 43100
  utilization: 0.543
  drive_gt1_frac: 0.0287
  syn2layout_area_growth_pct: 6.87
yosys:
  async_flop_share: 1.00
  yosysWarnings: 1
  synth.avg_cell_area_sq_um: 9.34
  yosys.cell_types.count: 68
  adder_share: 0.586
  area_leaders: "fa_1 (52%), inv_1 (9.0%), and2_1 (8.7%)"
  top_area_cell: "fa_1"
  top_logic_kind: "adder cells"
  ys_sh_mux: 0.00744
  ys.flops: 97
  yosys-stat-area_sq_um: 40300
  common_cells: "fa_1 (1,050), inv_1 (962), nand2_1 (564)"
  synth.cell_area_sq_um: 40300
  synth.most_common_cell: "fa_1"
  synth_seq_share: 0.0602
  synth_xor_xnor_area_share: 0.0237
  aoi_share: 0.0422
  synth-edff-count: 0
  synthSimpleGateAreaFrac: 0.169
  yosysTopAreaCellShare: 0.521
  synth_stat.cells: 4320
  synthCells: 4320
  synthFlopType: "dfrtp_1"
detailed_routing:
  wl_per_cell_microns: 21.9
  first_pass_iters: 5
  drtIter0Drc: 1199
  drt-total-wl_mm: 118
  vias: 28533
  ant_nets: 0
  drc: 0
  vias_per_cell: 5.31
flow_run:
  warnings: 25
  max_cap_viol_count: 0
==> path summary, 6_finish.rpt <==
check | startpoint | end | slack [ns]
setup / recovery | r_out1[11] | r_out1[24] | 3.62
hold / removal | r_a[0] | r_a[0] | 0.48
setup reg to reg | r_out1[11] | r_out1[24] | 3.62
hold reg to reg | r_a[0] | r_a[0] | 0.48
max in group asynchronous | RESETn | r_a[9] | 10.74
min in group asynchronous | RESETn | r_a[19] | 2.34
==> registers in the layout, summed over array words and instances, names as in the netlist <==
register,flops
r_a,32
r_out1,32
r_out2,32
update_wait,1
==> final cells by class <==
cell class	instances	area [sq um]
fillers	7426	36300
multi-input cells	3026	33400
inverters	962	3610
flip-flops and latches	97	2430
repair buffers	223	2000
well taps	1050	1310
clock buffers	9	225
clock inverters	7	85.1
diodes	4	10.0
==> placed cells by master (no fill, tap or decap), types with 7 or more instances in the layout <==
master / synthesis / layout
nand2b_1: 22 / 21
nand3_1: 9 / 9
or3_1: 8 / 8
buf_4: 1 / 89
xor2_1: 39 / 39
nor3_1: 18 / 18
mux2i_1: 30 / 30
a21oi_1: 100 / 100
o21bai_1: 9 / 9
nor2b_1: 12 / 11
ha_1: 208 / 208
dfrtp_1: 97 / 94
clkdlybuf4s50_1: 0 / 133
fa_1: 1050 / 1050
clkbuf_16: 0 / 9
nor4_1: 7 / 7
a31oi_1: 11 / 11
o21a_1: 10 / 10
a21o_1: 30 / 30
nor2_1: 118 / 118
and3_1: 8 / 8
o211ai_1: 13 / 13
xnor2_1: 70 / 70
o21ai_0: 28 / 28
inv_1: 962 / 962
o22ai_1: 14 / 14
and2_1: 562 / 562
nand4_1: 12 / 12
nand2_1: 564 / 564
==> kinds of logic (layout without fill, tap and decap cells) <==
family | Yosys count | after routing
simple gates | 1364 | 1364
fa+ha+maj | 1258 | 1258
buf+inv | 1197 | 1201
compound gates | 265 | 265
xor+xnor | 109 | 109
flops | 97 | 97
mux | 30 | 30
other cells | 0 | 4
==> per-layer routing <==
layer,GRT usage,vias to the layer above,part of all wire
met4,0.106,0,0.040
met5,0,-,0
met2,0.526,1109,0.50
li1,-,12547,-
met3,0.139,223,0.099
met1,0.442,14654,0.36
==> stage by stage <==
| stage | setup slack [ns] | cells |
|---|---|---|
| after floorplan | 5.56 | 4320 |
| after global placement | 3.81 | 5358 |
| after detailed placement | 3.76 | 5358 |
| after CTS | 3.71 | 5374 |
| after global routing | 2.97 | 5374 |
| final | 3.62 | 5378 |
==> worst reg2reg max path: cells and delay by family (launching register included) <==
kind / cells / cell delay (ns)
adder cells (fa/ha/maj): 10 / 4.54
AND-OR/OR-AND: 11 / 3.18
AND/OR/NAND/NOR: 10 / 1.50
flip-flops: 1 / 1.04
buffers and inverters: 3 / 0.56
XOR/XNOR: 1 / 0.14
