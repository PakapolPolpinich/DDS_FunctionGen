===== flow/design.v =====
module Rotary(
    input wire Fg_CLK,
    input wire RESETn,
    input wire Rot_A,
    input wire Rot_B,
    input wire Rot_C,
    input  wire [2:0] Mode,
    output wire [10:0] Address,
    output wire FreqChng,
    output reg [2:0] LedmodeRotary
);
    reg[2:0] FF_sys_A;
    reg[2:0] FF_sys_B;
    reg r_A_fall;
    reg r_B_fall;
    reg [1:0] r_C;
    reg [2:0] Modestep;
    reg [3:0] rCurrentState;
    reg [10:0] count;
    reg [6:0] step;
    reg [10:0] rAddress;
    reg rFreqChng;
    reg [22:0] rCntdelay;
    reg Delaysignal;
    reg [10:0] cool_cnt;
    parameter   idle = 4'd0,
                StCountUp = 4'd1,
                StCountDown = 4'd2,
                StCooldown = 4'd3;
    assign Address = rAddress;
    assign FreqChng = rFreqChng;
    always @(posedge Fg_CLK or negedge RESETn) begin
        if(~RESETn) begin
            FF_sys_A <= 3'b000;
            FF_sys_B <= 3'b000;
        end
        else begin
            FF_sys_A <= {FF_sys_A[1:0],Rot_A};
            FF_sys_B <= {FF_sys_B[1:0],Rot_B};
        end
    end
    always @(*) begin
        r_A_fall = (FF_sys_A[2] & ~FF_sys_A[1]) ? 1'd1:1'd0;
        r_B_fall = (FF_sys_B[2] & ~FF_sys_B[1]) ? 1'd1:1'd0;
    end
    always @(posedge Fg_CLK or negedge RESETn) begin  
        if(~RESETn) begin
            r_C <= 0;
            Modestep <= 3'd0;
        end
        else begin
            r_C <= Rot_C;
            if (r_C == 1'd1) begin  
                if(Modestep > 3'd1)
                    Modestep <= 3'd0;
                else Modestep <= Modestep+3'd1;
            end 
        end
    end
    always  @(posedge Fg_CLK or negedge RESETn) begin
        if(~RESETn) begin 
          step <= 7'd1;
          LedmodeRotary <= 3'b111;
        end
        else 
          case(Modestep)
            3'd0: begin 
              step <= 7'd1;
              LedmodeRotary <= 3'b110;  
              end
            3'd1: begin 
              step <= 7'd10;
              LedmodeRotary <= 3'b101; 
              end
            3'd2: begin 
              step <= 7'd100;
              LedmodeRotary <= 3'b011;
              end
            endcase
    end
always @(posedge Fg_CLK or negedge RESETn) begin
    if (~RESETn) begin
      rCurrentState  <= idle;
      count    <= 0;
      cool_cnt <= 0;
    end 
    else begin
      if ((Mode == 3'd4) & (count < 11'd800)) count <= 11'd800; 
        else  begin
            case (rCurrentState)
              idle: begin
                      if      (r_B_fall) rCurrentState <= 1; 
                      else if (r_A_fall) rCurrentState <= 2;
                    end
              StCountUp: begin  
                      if (r_A_fall) begin
                        rCurrentState <= StCooldown; 
                        count <= ($unsigned(count+step)>1799) ? 11'd1799 : count+step;
                      end
                      end  
              StCountDown: begin  
                      if (r_B_fall) begin
                        rCurrentState <= StCooldown; 
                        count <=  ((Mode  == 3'd4 ) & (count <= 800)) ? 11'd800 :               
                                  ($unsigned(count) <= $unsigned(step)) ? 11'd0 : count-step;  
                      end
                 end 
              StCooldown: begin  
                      if ((cool_cnt >= 256) & (FF_sys_A[2]==1) & (FF_sys_B[2]==1)) begin  
                          cool_cnt <= 0;                                                
                          rCurrentState <= idle;
                      end else begin 
                          cool_cnt <= (cool_cnt<256) ? cool_cnt+11'd1 : cool_cnt;
                      end
                 end 
            endcase
          end
      end
  end
    always@(posedge Fg_CLK or negedge RESETn) begin  
        if(~RESETn) begin
            rCntdelay <= 22'd0;
            Delaysignal <= 1'd0;
        end
        else begin
            if(rCntdelay == 22'd2400000) begin
                Delaysignal <= 1'd1;
                rCntdelay <= 22'd0;
            end
            else begin
                Delaysignal <= 1'd0;
                rCntdelay <= rCntdelay + 22'd1;
            end 
        end
    end 
    always@(posedge Fg_CLK or negedge RESETn) begin
        if(~RESETn) rAddress <= 11'd0;
        else 
            if(Delaysignal == 1'd1) rAddress <= count;
            else rAddress <= rAddress; 
    end
    always@(posedge Fg_CLK or negedge RESETn) begin
        if(~RESETn) rFreqChng <= 1'd0;
        else begin
            if((rAddress != count) && (Delaysignal == 1'd1))
                rFreqChng <= 1'd1;
            else rFreqChng <= 1'd0; 
        end
    end
endmodule

===== flow/run.sh =====
#!/bin/bash
# OpenROAD 26Q1-2900-gdf79404cd8, Yosys 0.63+post, stock flow scripts
make -C /OpenROAD-flow-scripts/flow DESIGN_CONFIG=/design/flow/config.mk WORK_HOME=/design/flow/orfs finish

===== flow/config.mk =====
export PLATFORM = sky130hd
export DESIGN_NAME = Rotary
export DESIGN_NICKNAME = Rotary
export VERILOG_FILES = /design/flow/design.v
export SDC_FILE = /design/flow/constraint.sdc
export NUM_CORES = 4
export LEC_CHECK = 1
export CORE_UTILIZATION = 30

===== flow/constraint.sdc =====
current_design Rotary

set clk_period 4.1
set clk_io_pct 0.2

create_clock -name clk0 -period $clk_period [get_ports {Fg_CLK}]

set non_clock_inputs [all_inputs -no_clocks]
set_input_delay [expr $clk_period * $clk_io_pct] -clock clk0 $non_clock_inputs
set_output_delay [expr $clk_period * $clk_io_pct] -clock clk0 [all_outputs]

==> flow_metrics.tcl <==
# place-and-route summary
set metrics [dict create \
    hold_violations 0 \
    ant_nets 0 \
    num_io_pins 23 \
    crit_chain "inv_1 -> fa_1 -> o21bai_1 -> a21o_1 -> nor2_1 -> a311oi_1 -> and4bb_1 -> a211oi_4 -> a221o_1" \
    startpoint_type "register" \
    holdPathStages 0 \
    cpPeakStageDelay_ps 590 \
    htree_levels 3 \
    die_h_um 125 \
    wirelength_um 9500 \
    synth.largest_area_cell "dfrtp_1" \
    hp-start "FF_sys_A[0]" \
    critPathKind "reg2reg" \
    grt_usage_pct 13.3 \
    cts_tree "done" \
    seqPwrFrac_pct 35.5 \
    antenna_found_initial 0 \
    vias 3301 \
    dr.pass1.iters 4 \
    grt_pass1_vias 3281 \
    synth-seq-cells 78 \
    synthToLayoutAreaGrowth_pct 15.8 \
    setup_viol 0 \
    cp_slowest_cell "dfrtp_1" \
    crit_path_start "count[1]" \
    place_congestion 0.907 \
    vias_per_cell 4.98 \
    crit_arrival_ps 3050 \
    drc 0 \
    cp.depth 9 \
    grt_pass1_wl_um 16500 \
    grt_use_met2_pct 20.0 \
    grt_overflow 0 \
    yosys.cell_types.count 70 \
    fin_crit_ps 2780 \
    busiest_layer "met1" \
    mostFrequentLayoutCell "dfrtp_1" \
    power_frac_comb_pct 37.9 \
    clock-sinks 78 \
    rows 44 \
    ys_seq_share_pct 43.5 \
    core_um2 14600 \
    maxCapViolCount 0 \
    p_int_w 0.00187 \
    dp_hpwl_um 6980 \
    period_used_pct 67.8 \
    edf_count 0 \
    lay_top_cells "dfrtp_1 (73), nor2_1 (47), xnor2_1 (35)" \
    use_met1_pct 20.3 \
    die_width_um 125 \
    clkPwrFrac_pct 26.6 \
    cts_made_buffers 9 \
    switchingPower_w 0.00118 \
    die_area_um2 15500 \
    diodes 0 \
    reg2reg_depth 9 \
    clock_latency_ps 340 \
    avgSynthCellArea_um2 9.98 \
    mappedNetlistArea_um2 4500 \
    cts_resized 0 \
    cts_root_buf "clkbuf_16" \
    drt_iter0_drc 122 \
    maxSlewViolCount 0 \
    wl_per_cell_um 14.3 \
    final_layout_size_suffix_gt1_share_pct 11.3 \
    status "complete, no violations" \
    ys_area_um2 4500 \
    critPathMaxFanout 9 \
    finClkSkew_ps 6.15 \
    met3_usage_pct 3.11 \
    clock_path_buffers 2 \
    ys_cells 451 \
    async_reset_ff_share_pct 100 \
    max-slew-margin-rel_pct 59.4 \
    rsz0062_at_grt "false" \
    swShare_pct 38.7 \
    area_leaders "dfrtp_1 (41%), xnor2_1 (6.8%), ha_1 (5.6%)" \
    grt_start_max_net_pins 42 \
    ctsHoldBuffers 0 \
    clk_pin_slew_ps 60 \
    warning_count 37 \
    worst_ep_required_time_ps 4370 \
    tightest_slew_ps 608 \
    cp_num_buf_inv 1 \
    fmax_mhz 360 \
    r2r_start "count[1]" \
    end_kind "register" \
    n_fill_cell 1419 \
    p_leak_nw 2.23 \
    setup_tns_ps 0 \
    synthCells 451 \
    fin_util_pct 35.7 \
    ys_warn_count 1 \
    hold_path.class "reg2reg" \
    powerDensity_nw_per_um2 586 \
    yosysTopAreaCellShare_pct 40.6 \
    vdd_drop_max_uv 262 \
    cts_post_setup_buffers_inserted 0 \
    port-buffer-count 22 \
    critPathTopFamily "AND-OR/OR-AND gates" \
    fp_util_pct 30.9 \
    dominantRegCellSynth "dfrtp_1" \
]
cell type report:
class	count	area, um^2	area share [%]
Tap cell	184	230	4.42
Sequential cell	78	1960	37.6
Clock buffer	9	225	4.32
Timing Repair Buffer	24	233	4.46
Inverter	27	101	1.94
Multi-Input combinational cell	334	2380	45.8
Clock inverter	7	80.1	1.54
per-layer routing:
layer	part of all wire (%)	vias up	routed length [um]
li1	-	1649	-
met1	48	1586	4580
met2	46	58	4320
met3	5.1	8	484
met4	1.1	0	106
met5	0	-	0
power by group through the flow:
stage | clock network, W | registers (W) | logic, W
final | 0.000812 | 0.00108 | 0.00116
after global routing | 0.000877 | 0.00111 | 0.00130
after CTS | 0.000836 | 0.00108 | 0.00116
kinds of logic (layout without fill, tap and decap cells):
family,Yosys count,count (layout),synth area share [%]
flip-flops,78,78,43.5
AND/OR/NAND/NOR,154,154,17.9
buffers and inverters,39,67,3.53
multiplexers,13,13,3.20
adder cells (fa/ha/maj),22,22,6.45
XOR/XNOR,50,50,9.89
AND-OR/OR-AND,95,95,15.6
state kept, by name, summed over array words and instances (netlist names):
register,flops
rCntdelay,23
cool_cnt,11
r_C,1
rCurrentState,4
FF_sys_A,3
step,3
rAddress,11
Modestep,3
FF_sys_B,3
Delaysignal,1
LedmodeRotary,3
rFreqChng,1
count,11
worst paths after layout:
check | to | slack, ps
worst max-delay path | count[0] | 1320
worst min-delay path | FF_sys_A[1] | 350
worst max register to register | count[0] | 1320
worst min register to register | FF_sys_A[1] | 350
max in group asynchronous | rCurrentState[0] | 2710
min in group asynchronous | count[10] | 470
cell usage after synthesis, types with 3 or more instances:
cell,instances
a21o_1,5
nor2_1,47
o31ai_1,3
dfrtp_1,73
o21ai_0,15
o211ai_1,5
inv_1,25
o21a_1,3
buf_2,4
nor3_1,5
nand3_1,16
clkbuf_1,4
buf_1,3
dfstp_2,5
and4_1,4
a21oi_1,23
and2_1,4
mux2_2,11
xnor2_1,35
or3_1,3
nand4_1,12
o22ai_1,6
nand2_1,28
nand2b_1,5
o22a_1,3
xor2_1,14
ha_1,20
and3_1,7
nor2b_1,9
a22o_1,3
metrics by stage:
stage	power, W	cells	area, um^2	hold slack (ps)	setup slack, ps
after floorplan	0.00195	451	4500	331	1670
after global placement	0.00224	647	4910	338	1270
after detailed placement	0.00225	647	4910	342	1220
after CTS	0.00308	663	5210	355	1350
after global routing	0.00328	663	5210	365	1160
final	0.00305	663	5210	351	1320
Power figures rest on the tool's default switching activity, not on a simulated workload.
