--- flow/run.sh ---
#!/bin/bash
# OpenROAD 26Q1-2900-gdf79404cd8, Yosys 0.63+post, stock flow scripts
make -C /OpenROAD-flow-scripts/flow DESIGN_CONFIG=/design/flow/config.mk WORK_HOME=/design/flow/orfs finish
--- flow/config.mk ---
export PLATFORM = sky130hd
export DESIGN_NAME = interpolation
export DESIGN_NICKNAME = interpolation
export VERILOG_FILES = /design/flow/design.v
export SDC_FILE = /design/flow/constraint.sdc
export NUM_CORES = 4
export LEC_CHECK = 1
export CORE_UTILIZATION = 50
--- flow/constraint.sdc ---
current_design interpolation

set clk_period 21.2
set clk_io_pct 0.2

create_clock -name clk0 -period $clk_period [get_ports {Fg_CLK}]

set non_clock_inputs [all_inputs -no_clocks]
set_input_delay [expr $clk_period * $clk_io_pct] -clock clk0 $non_clock_inputs
set_output_delay [expr $clk_period * $clk_io_pct] -clock clk0 [all_outputs]
--- flow/design.v ---
module interpolation(
    input  wire Fg_CLK,
    input  wire RESETn,
    input  wire [2:0]  Mode,
    input  wire Enable,
    input  wire  [31:0] Out1,
    input  wire  [31:0] Out2,
    output wire  [11:0] InterpOut
);
reg Enable_delay;
reg [63:0] delta;
reg [31:0] r_N;
reg [31:0] rOutput;
reg [11:0] osc_out;
assign InterpOut = {~osc_out[11],osc_out[10:0]};
always @(*) begin
    if(~RESETn) r_N <= 32'd1;
    else begin
        case (Mode)
        3'd0 : r_N <= 32'd1;
        3'd1 : r_N <= 32'd53687091;
        3'd2 : r_N <= 32'd5368709; 
        3'd3 : r_N <= 32'd536871;
        3'd4 : r_N <= 32'd53687;
        default: r_N = 32'd1;
        endcase
    end
end
always @(*)begin  
        delta = $signed(Out2-Out1) * $signed(r_N);
    end
always @(posedge Fg_CLK or negedge RESETn)begin  
    if(~RESETn) Enable_delay <= 0;
    else Enable_delay <= Enable;     
end
always @(posedge Fg_CLK or negedge RESETn) begin  
    if(~RESETn) rOutput <= 0;
    else begin
        if(Enable_delay) begin
            rOutput <= Out2;
        end
        else begin
            rOutput <= $signed(rOutput) - delta[60:29];
        end
    end
end
always @(posedge Fg_CLK or negedge RESETn) begin  
    if(~RESETn) osc_out <= 12'd0;
    else  begin
        osc_out <= rOutput[29:18]; 
    end
end
endmodule
==> summary.txt <==
Figures from the implementation reports.

- The flow ran to the end, and the final reports show no timing, DRC or antenna violations.
- The number of maximum-capacitance violations recorded for the run is 0.
- The setup skew after layout is 5.789 ps.
- Yosys reported that registers with async set or reset make up 100.0%.
- The clock-pin slew on the worst setup and hold paths is 70 ps.
- The adder-cell share of the synthesized area reads 62.89%.
- The final standard cell utilization of the core reads 53.94%.
- The largest family of logic cells by area reads adder cells.
- 82 I/O pins were placed.
- For reference, the placement row count at floorplan is 88.
- The number of distinct library cells after synthesis is 76.
- The wire length of the first global-routing pass reads 136.8 mm.
- The antenna violation net count after detailed routing is 0.
- The routability congestion estimate reads 1.073.
- The maximum root-to-sink buffer count reads 2.
- The post-synthesis register bit count is 43.
- The yosys synthesis chip area is 29070 µm².
- In the post-synthesis netlist, the biggest area contributors are fa_1 (47%), ha_1 (16%), inv_1 (12%).
- The most common flop cell mapped by yosys reads dfrtp_1.
- The kind of critical path reads in -> reg.
- Setup repair after global routing left no endpoint under its margin.
- The number of search-and-repair iterations in the first detailed-routing pass reads 7.
- The number of antenna violations at the first check in global routing is 4.
- Measured against the total synthesized area, the mux share comes to 0.1119%.
- The worst-case register-to-register setup slack is 17680 ps.
- The quantity of hold-fixing buffers added after cts reads 0.
- The final tally of max-slew violations reads 0.
- The data required time reported for the critical path is 21400 ps.
- The number of endpoints failing setup at the final stage reads 0.
- The slew at the pin closest to its max-slew limit reads 842.3 ps.
- The area of the mapped netlist reads 29070 µm².
- The final wirelength is 86.99 mm.
- The average wire length per cell after detail routing reads 21.68 µm.
- The tightest hold margin is 391.9 ps.
- Counting flops with a built-in enable in the synthesized netlist gives 0.
- The count of instantiated cells in the yosys netlist is 3182.
- The post-layout minimum cycle time is 16400 ps.
- After global routing the overflow that remains totals 0.
- In this design, the stage delay of the slowest critical-path cell is 790 ps.
- The number of hold violations in the final report is 0.
- The endpoint of the worst hold path is reported as osc_out[9]$_DFF_PN0_.
- The root buffer cell is clkbuf_16.
- Per the final layout report, the fraction of cells sized above drive strength 1 comes to 2.742%.
- Counting instances, the worst hold path has a depth of 0.
- The area of the core reads 57590 µm².
- The worst min-delay path class is reg -> reg.
- The synthesized design spends more area on one cell type than any other, namely fa_1.
- The via density per instance is 5.280.
- The setup fix buffers added after clock tree synthesis reads 0.
- The total clock buffers created by CTS is 5.
- The number of global-route vias before repair was 23490.
- The launch point of the worst register-to-register path is recorded as rOutput[7]$_DFF_PN0_.
- The sequential share of the synthesized area reads 3.702%.
- The capture point of the worst reg-to-reg path is rOutput[28]$_DFF_PN0_.
- Across every metal layer, demand over resource in global routing totals 33.44%.
- The number of gates given a new drive strength after cts reads 0.
- The part of the cycle the worst path needs reads 77.37%.
- As reported, the later end of the worst-skew pair has a clock insertion delay of 290 ps.
- The tightest slew margin relative to the limit is 43.11%.
- The count of fill cells added during filler insertion reads 5254.
- The vertical extent of the die is 243.1 µm.
- The synthesis warning total reads 1.
- The category of the worst setup path capture point is a flip-flop.
- The number of design rule violations left after detail routing is 0.
- The maximum achievable frequency is 60.97 MHz.
- Per the hold report, the tightest min-delay path originates at rOutput[27]$_DFF_PN0_.
- Per the placement log, port buffering inserted 81 buffers.
- The count of tool warnings is 27.
- The maximum number of pins on one net before global-route repair is 63.
- The half-perimeter wire length after detailed placement is 78.36 mm.
- The mean instance size in the synthesized netlist reads 9.135 µm².
- The floorplan step set the die width to 243.1 µm.
- The total via count in the routed design is 21190.
- TritonCTS built the clock tree.
- After technology mapping, the gate count stands at 3182.
- The and-or/or-and share of the synthesized area reads 7.839%.
- The CTS sink count reads 43.
- The depth of the most critical reg-to-reg path is 9.
- The area growth from synthesis to layout reads 6.870%.
- The die covers 59100 µm².
- The aggregate negative setup slack is 0 ps.
- The fraction of the mapped netlist area in simple logic gates reads 9.255%.
- The clock tree synthesis step divided the H-tree into 2 levels.
- The most prevalent standard cell on the critical path reads fa_1.
- The number of DRC markers after the initial detailed-route iteration reads 1113.
- The maximum fanout along the worst path reads 10.
- For this design, the slowest cell found on the critical path is o41ai_1.
- The share of synthesized area in the top cell type comes to 46.83%.
- The xor and xnor fraction of the mapped netlist area is 2.871%.
- The data arrival time of the worst path reads 16600 ps.
- The startpoint type of the worst setup path is a primary input.
- For this configuration, the core starts out at a cell density of 50.48%.
cell type report:
type,instances,area (µm²),share of cell area [%]
Multi-Input combinational cell,2120,24130,77.68
Inverter,946,3551,11.43
Timing Repair Buffer,129,1166,3.754
Sequential cell,43,1077,3.468
Tap cell,765,957.2,3.081
Clock buffer,6,138.9,0.4471
Clock inverter,2,38.79,0.1249
Antenna cell,2,5.005,0.01611
cell usage after synthesis (22+ instances only):
cell        n
a21o_1     31
a21oi_1    98
clkbuf_1   58
dfrtp_1    43
fa_1      680
ha_1      373
inv_1     943
nand2_1   174
nand3_1    22
nor2_1    306
o21ai_0    80
xnor2_1    54
xor2_1     30
worst max-delay path, delay by kind of cell:
family | cells | cell delay [ps]
and+or+nand+nor | 9 | 1470
xor gates and xnor gates | 1 | 150
buffers and inverters | 6 | 1060
adders and majority gates | 10 | 4550
AOI/OAI and AO/OA | 17 | 5090
worst max-delay path by stage:
stage | start | endpoint | slack, ps
final | Out1[1] | rOutput[28]$_DFF_PN0_ | 4800
after CTS | Out1[1] | rOutput[28]$_DFF_PN0_ | 4930
after global routing | Out1[1] | rOutput[28]$_DFF_PN0_ | 4170
placed cells by master, fill, tap and decap left out, types with 17 or more instances in the layout:
| cell type | count |
|---|---|
| nor2_1 | 306 |
| xor2_1 | 30 |
| fa_1 | 680 |
| ha_1 | 373 |
| nand2_1 | 174 |
| nand3_1 | 22 |
| buf_4 | 48 |
| inv_1 | 943 |
| a21oi_1 | 98 |
| nor2b_1 | 18 |
| a21o_1 | 31 |
| nor3_1 | 18 |
| clkdlybuf4s50_1 | 80 |
| o21a_1 | 18 |
| dfrtp_1 | 42 |
| o21ai_0 | 80 |
| xnor2_1 | 54 |
| a211oi_1 | 17 |
registers in the layout, summed over array words and instances, names as in the netlist:
signal,count
rOutput,30
Enable_delay,1
osc_out,12
cell families (layout without fill, tap and decap cells):
family                     after synthesis  after routing
xor gates and xnor gates                89             89
AOI/OAI and AO/OA                      352            352
buffers and inverters                 1019           1083
adders and majority gates             1053           1053
muxes                                    3              3
DFF                                     43             43
and+or+nand+nor                        622            622
other                                    1              3
per-layer routing:
metal / routed length [µm] / GRT usage (%) / vias up
met5: 23 / 0 / -
met4: 4754 / 12.69 / 4
met3: 6977 / 10.43 / 180
met2: 43380 / 53.81 / 749
met1: 31850 / 44.14 / 10550
li1: - / - / 9705
through the flow:
step           cells  instance area (µm²)  setup WS (ps)
2_1_floorplan   3182                29070           6605
3_3_place_gp    4003                30880           4676
3_5_place_dp    4003                30880           4736
4_1_cts         4011                31060           4935
5_1_grt         4011                31060           4165
6_report        4013                31060           4797
